==> design/flow/design.v <==
`default_nettype none
module edgedetect(in, rise, clk);
input in, clk;
output rise;
reg past;
always @(posedge clk) past <= in;
assign rise = in & !past;
endmodule
`default_nettype none
module fpga20(
    i_phi,               
    i_clk,               
    o_leds,              
    i_addr,              
    i_data,              
    o_data,              
    o_data_en,           
    IORQ,
    RD,
    WR,
    M1,
    waitstate,
    SPI_SDO,
    SPI_SDI,
    SPI_SCK,
    SPI_SELECT,
    warmboot_s0,
    warmboot_s1,
    warmboot);
input           i_clk, i_phi, IORQ, RD, WR, M1, SPI_SDI;
input   [19:0]  i_addr;
input   [7:0]   i_data;
output  [7:0]   o_data;
output  [1:0]   o_leds;
output          o_data_en, SPI_SCK, SPI_SDO, warmboot, waitstate;
output  [1:0]   SPI_SELECT;
output reg      warmboot_s0, warmboot_s1;
parameter [7:0] ADDR_CONTROL   = 8'hf0,         
                ADDR_SPI_CTRL  = 8'hf1,         
                ADDR_SPI_DATA  = 8'hf2,         
                ADDR_VERSION   = 8'hf3;         
localparam [7:0] VERSION = 8'h11;
wire blink1, blink2;
leds p0 (i_phi, i_clk, blink1, blink2);
reg read_data_reg;
reg [7:0] data_reg;
initial begin
    read_data_reg = 0;
    data_reg = 8'hff;
end
reg [1:0] control_led, control_clk;
wire [7:0] control_reg;
assign control_reg = {
    1'b0, 1'b0, warmboot_s1, warmboot_s0, control_clk, control_led
};
reg warmboot_en, warmboot;
initial begin
    control_led = 2'b00;
    control_clk = 2'b11;
    warmboot_s0 = 0;
    warmboot_s1 = 0;
    warmboot_en = 0;
    warmboot = 0;
end
always @(posedge i_clk) warmboot <= warmboot_en;
reg spi_enable,
    spi_source,
    spi_busy,
    spi_bulk;
reg [2:0] spi_clock;
wire [7:0] spi_control;
assign spi_control = {
    spi_busy, spi_clock, spi_bulk, 1'b0, spi_source, spi_enable
};
initial begin
    spi_enable = 0;
    spi_source = 0;
    spi_busy = 0;
    spi_bulk = 1;
    spi_clock = 3'b000;
end
wire io_read, io_write, phi_read, phi_edge;
stabilizer stab_io_read(!IORQ & !RD, io_read, i_clk);
stabilizer stab_io_write(!IORQ & !WR, io_write, i_clk);
stabilizer stab_phi(i_phi, phi_read, i_clk);
edgedetect edge_phi(phi_read, phi_edge, i_clk);
wire [19:0] addr;
generate
    genvar i;
    for (i = 0; i < 20; i++) begin
        stabilizer astab(i_addr[i], addr[i], i_clk);
    end
endgenerate
parameter SPI_READ      = 1'b0,
          SPI_WRITE     = 1'b1;
reg [7:0] spi_recv, spi_xmit;
reg [2:0] spi_bit;
reg spi_phase;           
reg spi_command;         
reg [7:0] spi_counter;   
wire spi_tick;           
edgedetect spi_edge(spi_counter[spi_clock], spi_tick, i_clk);
initial begin
    spi_phase = 0;
    spi_command = 0;
    spi_xmit = 8'hff;
    spi_recv = 8'hff;
    spi_bit = 0;
end
task spi_begin();
    spi_xmit <= i_data;
    spi_counter <= 8'h01;
    spi_phase <= 0;
    spi_busy <= 1;
    spi_bit <= 0;
endtask
parameter [1:0] BUS_IDLE        = 2'b00,
                BUS_COMPLETE    = 2'b01,
                BUS_SPI_TXN     = 2'b10,
                BUS_I2C_TXN     = 2'b11;
reg [1:0] bus_state;
initial bus_state = BUS_IDLE;
always @(posedge i_clk) begin
    case (bus_state)
        BUS_IDLE: begin
            if (io_read) begin
                case (addr[7:0])
                    ADDR_VERSION: begin
                        data_reg <= VERSION;
                        read_data_reg <= 1;
                        bus_state <= BUS_COMPLETE;
                    end
                    ADDR_CONTROL: begin
                        data_reg <= { 1'b0, 1'b0, warmboot_s1, warmboot_s0, control_clk, control_led };
                        read_data_reg <= 1;
                        bus_state <= BUS_COMPLETE;
                    end
                    ADDR_SPI_CTRL: begin
                        data_reg <= spi_control;
                        read_data_reg <= 1;
                        bus_state <= BUS_COMPLETE;
                    end
                    ADDR_SPI_DATA: begin
                        data_reg <= spi_recv;
                        read_data_reg <= 1;
                        bus_state <= BUS_COMPLETE;
                        if (spi_bulk && ~spi_busy) begin
                            spi_xmit <= 8'hff;
                            spi_begin();
                        end
                    end
                    default: ;
                endcase
            end else if (io_write) begin
                case (addr[7:0])
                    ADDR_CONTROL: begin
                        { warmboot_en, warmboot_s1, warmboot_s0, control_clk, control_led } <= i_data[6:0];
                        bus_state <= BUS_COMPLETE;
                    end
                    ADDR_SPI_CTRL: begin
                        spi_command <= i_data[1:0] != { spi_source, spi_enable } && i_data[1:0] == 2'b01;
                        { spi_clock, spi_bulk, spi_source, spi_enable } <= { i_data[6:3], i_data[1:0] };
                        bus_state <= BUS_COMPLETE;
                    end
                    ADDR_SPI_DATA: begin
                        if (!spi_busy) begin
                            if (spi_command && (i_data == 8'h3b || i_data == 8'h6B || i_data == 8'hEB || i_data == 8'hBB
                                || i_data == 8'h77 || i_data == 8'h32 || i_data == 8'h92 || i_data == 8'h94)) begin
                                spi_enable <= 0;
                                spi_command <= 0;
                            end else begin
                                spi_xmit <= i_data;
                                spi_command <= 0;
                                spi_begin();
                            end
                        end
                        bus_state <= BUS_COMPLETE;
                    end
                    default: ;
                endcase
            end
        end
        BUS_COMPLETE: begin
            if (!io_read && !io_write) begin
                read_data_reg <= 0;
                bus_state <= BUS_IDLE;
            end
        end
        default: bus_state <= BUS_IDLE;
    endcase
    if (spi_busy) begin
        if (spi_tick || spi_clock == 0) begin
            if (spi_phase) begin
                spi_recv <= { spi_recv[6:0], SPI_SDI };
                spi_xmit <= { spi_xmit[6:0], 1'b1 };
                if (spi_bit == 7) begin
                    spi_busy <= 0;
                end
                spi_bit <= spi_bit + 1;
            end
            spi_phase <= ~spi_phase;
        end
        spi_counter[7:1] <= spi_counter[7:1] + 1;
    end
end
assign waitstate = 0;
assign o_data = data_reg;
assign o_data_en = read_data_reg;
assign SPI_SELECT = { spi_source, spi_enable };
assign o_leds[0] = control_clk[0] ? blink1 : control_led[0];
assign o_leds[1] = control_clk[1] ? blink2 : control_led[1];
assign SPI_SDO = spi_xmit[7];
assign SPI_SCK = spi_phase;
endmodule
`default_nettype none
module leds(c1, c2, o1, o2);
    input       c1, c2;
    output      o1, o2;
    reg [23:0]  counter1;
    reg [25:0]  counter2;
    always @(posedge c1)
        counter1 <= counter1 + 1'b1;
    always @(posedge c2)
        counter2 <= counter2 + 1'b1;
    assign o1 = counter1[23];
    assign o2 = counter2[25];
endmodule
`default_nettype none
module stabilizer(in, out, clk);
input in, clk;
output out;
reg [1:0] stabilizers;
always @(posedge clk) stabilizers <= { stabilizers[0], in };
assign out = stabilizers[1];
endmodule
==> design/flow/run.sh <==
#!/bin/bash
# OpenROAD 26Q1-2900-gdf79404cd8, Yosys 0.63+post, stock flow scripts
make -C /OpenROAD-flow-scripts/flow DESIGN_CONFIG=/design/flow/config.mk WORK_HOME=/design/flow/orfs finish
==> design/flow/config.mk <==
export PLATFORM = sky130hd
export DESIGN_NAME = fpga20
export DESIGN_NICKNAME = fpga20
export VERILOG_FILES = /design/flow/design.v
export SDC_FILE = /design/flow/constraint.sdc
export NUM_CORES = 4
export LEC_CHECK = 1
export CORE_UTILIZATION = 40
==> design/flow/constraint.sdc <==
current_design fpga20

set clk_period 4.7
set clk_io_pct 0.2

create_clock -name clk0 -period $clk_period [get_ports {i_clk}]
create_clock -name clk1 -period $clk_period [get_ports {i_phi}]

set non_clock_inputs [all_inputs -no_clocks]
set_input_delay [expr $clk_period * $clk_io_pct] -clock clk0 $non_clock_inputs
set_output_delay [expr $clk_period * $clk_io_pct] -clock clk0 [all_outputs]
==> notes.org <==
* Implementation run

** Placed design
- Final HPWL DP :: 6280 um
- Placed Cells :: 645
- Routability Congestion :: 0.819
- During placement, the flow inserted port buffers numbering 38.
- The pre-CTS setup check shows a worst slack of 1280 ps.

** Cells and area
- Register with the most flip-flops :: p0.counter2
- The register with the most flip-flops in the layout has 26 of them.
- The largest registers in the layout are p0.counter2: 26 flops, p0.counter1: 24 flops, genblk1.astab.stabilizers: 16 flops.
- Per the final layout report, the fraction of cells sized above drive strength 1 comes to 9.68%.
- Once layout is complete, the cells apart from fillers number 664.
- Layout Area Growth over Synthesis :: 17.7%

** Yosys
- The commonest register cell is sky130_fd_sc_hd__dfxtp_1.
- Synth cell types :: 58
- Summing all multiplexer cells gives an area fraction of 2.35%.
- Xor and xnor area share after synthesis :: 8.84%
- The synthesis report lists the most area-consuming cells as sky130_fd_sc_hd__dfxtp_1 34%, sky130_fd_sc_hd__edfxtp_1 23%, sky130_fd_sc_hd__xnor2_1 5.5%, sky130_fd_sc_hd__xor2_1 3.3%, sky130_fd_sc_hd__nor2_1 3.0%.
- Yosys reported a register bit count of 124.
- Synthesized area divided by synthesized cell count :: 11.3 um2
- Synthesized instance count :: 448
- Post-synthesis, Yosys gives the total cell area as 0.00505 mm2.
- Of the combinational cells, the family taking the most area is simple AND/OR/NAND/NOR gates.
- Synthesized-area fraction occupied by ao, oa, aoi and oai cells :: 9.60%
- The synthesized design contains 39 enable-type register cells.
- Total of warnings raised by yosys :: 4
- Fraction of post-synthesis cell area in the top cell type by area :: 33.7%
- Of the synthesized area, sequential elements account for 56.8%.
- The cell type that accounts for the most area after synthesis is sky130_fd_sc_hd__dfxtp_1.
- In the synthesized netlist, the cells that appear most often are 85 x sky130_fd_sc_hd__dfxtp_1, 41 x sky130_fd_sc_hd__nor2_1, 39 x sky130_fd_sc_hd__edfxtp_1, 32 x sky130_fd_sc_hd__xnor2_1, 29 x sky130_fd_sc_hd__nand3_1.
- After synthesis, the share of flip-flops with an asynchronous set or reset is 0%.
- After synthesis the cells add up to 0.00505 mm2.
- Ys cells :: 448
- Adder and majority gate portion of the synthesized area :: 1.24%
- For this run the top cell type by instance count after synthesis was sky130_fd_sc_hd__dfxtp_1.
- The synthesized netlist devotes 18.5% of its cell area to simple gates.

** Final timing
- The slew check shows that the tightest pin keeps a relative margin of 37.1%.
- Worst Clk Skew :: 9.70 ps
- The last timing report of the flow puts the setup violation total at 0.
- Number of slew-limit violations in the final report :: 0
- Final sum of negative setup slack :: 0 ps
- Unrepaired setup endpoints after global routing :: false
- Setup slack closes at 1570 ps.
- Tightest Pin Transition :: 943 ps
- Number of hold violations in the final report :: 0

** Run
- In this run the maximum-capacitance check reported violations numbering 0.
- OpenROAD warning count :: 39

** Die
- Core box area :: 0.0122 mm2
- Die width :: 114 um
- Before placement the cells fill 41.6% of the core.
- In this run the count of I/O pins placed on the die edge is 54.
- After floorplanning, the core was divided into 40 placement rows.
- Die Footprint :: 0.0131 mm2
- Die Height :: 114 um

** Setup path
- Worst endpoint required time :: 4660 ps
- Arrival time at the worst endpoint :: 3100 ps
- Kind of end point of the critical path :: flop
- The worst setup path is of the primary input to flop kind.
- CP max FO :: 11
- Cells traversed along the worst timing path :: clkdlybuf4s50_1, and4bb_1, nand2_1, a31oi_1, buf_4, a21o_1, a21oi_1
- Top cell family by delay on the critical path :: AND-OR/OR-AND gates
- The timing report shows that the slowest cell on the worst path is sky130_fd_sc_hd__a21oi_1.
- CP max stage delay :: 720 ps
- Together, buffers and inverters on the worst path number 2.
- STA classifies the critical path startpoint as a primary input.

** Status
- The run finished with clean final reports.

** Clocking
- Setup repair bufs after CTS :: 0
- TritonCTS built the clock tree.
- Clock transition at path regs :: 70 ps
- # clock sinks :: 124
- CTS hold repair buffers :: 0
- Cell resize tally after clock tree synthesis :: 0

** Global route
- Entering global routing, the biggest net connects 29 pins.
- The number of antenna violations at the first check in global routing was 0.
- Overall Global Routing Usage :: 15.3%
- Grt ovf :: 0
- The first global-routing pass estimated 15,200 um of wire.
- The number of global-route vias before repair came to 3,116.

** Power
- Leakage :: 2.16 nW
- The report lists the power per cell area as 347 mW/mm2.
- IR analysis of the VDD net gives a maximum drop of 0.000259 V.

** Detailed routing
- The routed design shows a via density per instance of 5.06.
- In the routed design, unresolved DRC markers number 0.
- TritonRoute pass-1 iters :: 4
- Per the log, the first TritonRoute iteration ended with a DRC count of 157.
- Per the detail_route report, the via count comes to 3,358.
- Routed Antenna Nets :: 0
- Wirelength per Cell :: 13.6 um
- Per the detailed-route log, wirelength across all metal layers totals 9040 um.
- Antenna diode count :: 0

** Worst hold path
- In this run the worst hold path is classified as flop to flop.
[cell families after synthesis]
family                   Yosys count
XOR/XNOR                          51
multiplexers                      10
flip-flops                       124
buffers and inverters             26
adder cells (fa/ha/maj)            5
AND/OR/NAND/NOR                  174
other                              1
AND-OR/OR-AND                     57
[worst paths after layout]
kind | slack, ps | endpoint | start | cells past startpoint
min | 330 | stab_io_write.stabilizers[1] | stab_io_write.stabilizers[0] | 0
max | 1570 | spi_counter[5] | i_data[3] | 7
max reg2reg | 2100 | spi_counter[5] | bus_state[0] | 4
min in group clk1 | 430 | p0.counter1[0] | p0.counter1[0] | 1
max in group clk1 | 2730 | p0.counter1[18] | p0.counter1[0] | 7
min reg2reg | 330 | stab_io_write.stabilizers[1] | stab_io_write.stabilizers[0] | 0
[routing by layer]
layer	vias to the layer above	global-route usage [%]	share of wire, %
li1	1683	-	-
met1	1572	24.1	48
met2	90	22.0	44
met3	13	4.91	6.8
met4	0	2.51	1.7
met5	-	0	0
[area by class of cell]
class | count | area (um2)
fillers | 1035 | 6210
flip-flops and latches | 124 | 2870
multi-input cells | 298 | 2050
repair buffers | 42 | 410
clock buffers | 13 | 304
well taps | 168 | 210
clock inverters | 6 | 51.3
inverters | 13 | 48.8
[through the flow]
| step | power [mW] | instance area (um2) | hold slack (ps) | util, % |
|---|---|---|---|---|
| 2_1_floorplan | 1.18 | 5050 | 310 | - |
| 3_5_place_dp | 1.21 | 5600 | 312 | 46.0 |
| 5_1_grt | 2.14 | 5950 | 333 | 48.9 |
| 4_1_cts | 2.09 | 5950 | 327 | 48.9 |
| 3_3_place_gp | 1.21 | 5600 | 311 | 46.0 |
| 6_report | 2.06 | 5950 | 328 | 48.9 |
[where the power goes]
| group | switching [mW] | internal [mW] | total, mW |
|---|---|---|---|
| clock network | 0.390 | 0.482 | 0.872 |
| registers | 0.0108 | 1.11 | 1.13 |
| logic | 0.0311 | 0.0344 | 0.0655 |
| total | 0.432 | 1.63 | 2.06 |
[cell usage in the layout (no fill, tap or decap), types with 12 or more instances in the layout]
cell type                          n
sky130_fd_sc_hd__clkbuf_16        12
sky130_fd_sc_hd__clkdlybuf4s50_1  38
sky130_fd_sc_hd__xor2_1           19
sky130_fd_sc_hd__xnor2_1          32
sky130_fd_sc_hd__edfxtp_1         39
sky130_fd_sc_hd__nand2_1          28
sky130_fd_sc_hd__inv_1            12
sky130_fd_sc_hd__nand3_1          29
sky130_fd_sc_hd__nor2_1           41
sky130_fd_sc_hd__dfxtp_1          85
sky130_fd_sc_hd__a21oi_1          14
sky130_fd_sc_hd__nor3_1           21
No activity file was given, so power comes from the tool's default toggle rates.
